## /design/flow/design.v

```verilog
module VGA_Driver640x480 (
	input rst,
	input clk, 					 
	input  [7:0] pixelIn, 	 
	output  [7:0] pixelOut,  
	output  Hsync_n,			 
	output  Vsync_n,			 
	output  [9:0] posX, 		 
	output  [8:0] posY 		 
);
localparam SCREEN_X = 640; 	 
localparam FRONT_PORCH_X =16;  
localparam SYNC_PULSE_X = 96;
localparam BACK_PORCH_X = 28;
localparam TOTAL_SCREEN_X = SCREEN_X+FRONT_PORCH_X+SYNC_PULSE_X+BACK_PORCH_X; 	 
localparam SCREEN_Y = 480; 	 
localparam FRONT_PORCH_Y =10;  
localparam SYNC_PULSE_Y = 2;
localparam BACK_PORCH_Y = 33;
localparam TOTAL_SCREEN_Y = SCREEN_Y+FRONT_PORCH_Y+SYNC_PULSE_Y+BACK_PORCH_Y; 	 
reg  [9:0] countX=SCREEN_X;  
reg  [8:0] countY=SCREEN_Y;  
assign posX    = countX;
assign posY    = countY;
assign pixelOut = (countX<SCREEN_X) ? (pixelIn ) : (8'b00000000) ;
assign Hsync_n = ~((countX>=SCREEN_X+FRONT_PORCH_X) && (countX<SCREEN_X+SYNC_PULSE_X+FRONT_PORCH_X)); 
assign Vsync_n = ~((countY>=SCREEN_Y+FRONT_PORCH_Y) && (countY<SCREEN_Y+FRONT_PORCH_Y+SYNC_PULSE_Y));
always @(posedge clk) begin
	if (rst) begin
		countX <= SCREEN_X;  
		countY <= SCREEN_Y;  
	end
	else begin 
		if (countX >= (TOTAL_SCREEN_X-1)) begin 
			countX <= 0;
			if (countY >= (TOTAL_SCREEN_Y-1)) begin
				countY <= 0;
			end 
			else begin
				countY <= countY + 1;
			end
		end 
		else begin
			countX <= countX + 1;
			countY <= countY;
		end
	end
end
endmodule
```

## /design/flow/run.sh

```bash
#!/bin/bash
# OpenROAD 26Q1-2900-gdf79404cd8, Yosys 0.63+post, stock flow scripts
make -C /OpenROAD-flow-scripts/flow DESIGN_CONFIG=/design/flow/config.mk WORK_HOME=/design/flow/orfs finish
```

## /design/flow/config.mk

```make
export PLATFORM = sky130hd
export DESIGN_NAME = VGA_Driver640x480
export DESIGN_NICKNAME = VGA_Driver640x480
export VERILOG_FILES = /design/flow/design.v
export SDC_FILE = /design/flow/constraint.sdc
export NUM_CORES = 4
export LEC_CHECK = 1
export CORE_AREA = 10 10 99 99
export DIE_AREA = 0 0 109 109
```

## /design/flow/constraint.sdc

```tcl
current_design VGA_Driver640x480

set clk_period 2.2
set clk_io_pct 0.2

create_clock -name clk0 -period $clk_period [get_ports {clk}]

set non_clock_inputs [all_inputs -no_clocks]
set_input_delay [expr $clk_period * $clk_io_pct] -clock clk0 $non_clock_inputs
set_output_delay [expr $clk_period * $clk_io_pct] -clock clk0 [all_outputs]
```

==> impl_metrics.toml <==
# flow metrics
[status]
status = "complete, no violations"

[run]
maxCapViolCount = 0
warning_count = 28

[detailed_routing]
wl_um = 2720
drt-initial-drc-count = 45
wire_per_inst_um = 10.6
routed-via-count = 910
antenna_left = 0
insertedDiodeCount = 0
residual_drc_count = 0
vias_per_cell = 3.54
drt-pass1-iter-count = 2

[pwr]
internal_power_mw = 0.507
power.combinational.fraction_pct = 7.0
vdd.ir_drop.worst_uv = 171
fraction_of_power_consumed_by_sequential_logic_pct = 56.0
report.power.total_mw = 0.635
clock_share_of_power_pct = 37.0
p_sw_mw = 0.128
total_leakage_power_nw = 0.583
powerDensity_nw_per_um2 = 405
power.switching_fraction_pct = 20.2

[worst_setup_path]
critical_path.n_buffers_inverters = 2
slowest_stage = "sky130_fd_sc_hd__clkdlybuf4s50_1"
crit_required_ns = 1.76
timing.critical_path.from_type = "register"
r2r.worst_path.cells = 5
critPathLaunch = "countY[0]$_SDFFE_PP0P_"
crit_path_end_kind = "output pin"
worstSetupPathType = "register to output pin"
critical_path.cell_chain = "inv_1, ha_1, o211ai_1, clkdlybuf4s50_1"
reg2reg_to = "countX[5]$_SDFF_PP0_"
reg2reg_start = "countX[0]$_SDFF_PP0_"
critical_path_depth = 4
kind_of_cell_adding_the_most_delay_to_the_critical_path = "buffers and inverters"
critical_path.endpoint = "Vsync_n"
worst-endpoint-arrival_ns = 1.61
cp_slowest_stage_delay_ns = 0.49
setup.reg_to_reg.worst_slack_ns = 0.58
critical_path_peak_fanout = 6

[grt]
overflow = 0
grt_usage_pct = 4.38
vias_in_the_first_global_route = 863
grt_first_pass_wirelength_um = 4380
pin_count_of_the_biggest_net_entering_global_routing = 14
antenna_found_initial = 0

[die]
design.die.area_sq_um = 11900
floorplan.core_area_sq_um = 7730
chipWidth_um = 109
ios = 39
die_height_um = 109
rows = 32
initCoreUtil_pct = 12.9

[cts]
post_cts_hold_buffers = 0
post_cts.repair.setup_buffers = 0
number_of_h_tree_levels = 1
clkSlewWorstSetupHoldPaths_ns = 0.07
insertion_delay_ns = 0.25
clock-root-buffer = "sky130_fd_sc_hd__clkbuf_8"
post_cts_resize_count = 1
clkSinkCount = 19
cts_tree = "done"
clock_tree.buffer_depth = 2
cts-buffers-inserted = 3

[yosys]
ys.warnings.count = 1
aoi_share_pct = 10.6
async_sr_flop_fraction_pct = 0
edf_count = 0
synth_flop_count = 19
synth.area.mux_share_pct = 2.01
ys_sh_xor_pct = 9.69
synthCells = 111
ys_top_logic_family = "simple AND/OR/NAND/NOR gates"
most_common_cell = "sky130_fd_sc_hd__dfxtp_1"
yosysTopAreaCellShare_pct = 38.2
synthAdderAreaFrac_pct = 5.03
netlist.top_cell.by_area = "sky130_fd_sc_hd__dfxtp_1"
synth.yosys.chip_area_sq_um = 995
area_of_the_mapped_netlist_sq_um = 995
ys.flop_type = "sky130_fd_sc_hd__dfxtp_1"
synth.top_cells.by_count = "sky130_fd_sc_hd__dfxtp_1 (19), sky130_fd_sc_hd__nor2_1 (11), sky130_fd_sc_hd__and2_1 (8)"
synth-cells-yosys = 111
syn_area_per_cell_sq_um = 8.96
synthDistinctLibCells = 31
synth.top_cells.by_area = "sky130_fd_sc_hd__dfxtp_1 (38%), sky130_fd_sc_hd__xnor2_1 (6.2%), sky130_fd_sc_hd__and2_1 (5.0%)"
synthSimpleGateAreaFrac_pct = 30.3
yosysSeqAreaShare_pct = 38.2

[sta]
max_slew_margin_pct = 73.3
period_needed_ns = 2.05
hold_viol = 0
setup-tns-final_ns = 0
fin_crit_sh_pct = 93.0
timing.final.max_slew_violations = 0
setup_repair_after_global_routing_missed_its_margin = "no"
final.setup_skew_ns = 0.00489
max_clock_freq_mhz = 489
transition_at_the_pin_with_the_smallest_max_transition_slack_ns = 0.400
report.final.setup_viol = 0

[placed_design]
globalplace.congestion = 0.771
port_buffers = 38
detailedPlacementHpwl_um = 2230

[cells_and_area]
areaGrowthSynthToFinish_pct = 57.7
layout-drive-gt1-share_pct = 11.0

[hold_path]
worstHoldStart = "countX[0]$_SDFF_PP0_"
worstHoldPathType = "register to register"
## power by group through the flow
stage / clock network, mW / logic (mW) / registers (mW)
4_1_cts: 0.250 / 0.0459 / 0.356
5_1_grt: 0.260 / 0.0498 / 0.357
6_report: 0.235 / 0.0444 / 0.356
## layout make-up
cell class              count  area, sq um
clock buffers               4         45.0
fillers                   842         6160
inverters                   5         18.8
multi-input cells          84          577
flip-flops and latches     19          380
well taps                 102          128
repair buffers             43          420
## worst min path at each step
stage | endpoint | slack [ns] | cells after the start
global route | countX[0]$_SDFF_PP0_ | 0.53 | 1
CTS | countX[0]$_SDFF_PP0_ | 0.51 | 1
finish | countX[0]$_SDFF_PP0_ | 0.50 | 1
## cells by family after synthesis
| logic type | Yosys count |
|---|---|
| AND-OR/OR-AND | 15 |
| XOR/XNOR | 11 |
| adder cells (fa/ha/maj) | 4 |
| buffers and inverters | 8 |
| flip-flops | 19 |
| multiplexers | 2 |
| AND/OR/NAND/NOR | 52 |
## cell usage in the layout (no fill, tap or decap), drive strengths merged, types with 2 or more instances in the layout
cell type and instances:
clkdlybuf4s50 37, dfxtp 19, nor2 17, and2 8
and3 7, xnor2 7, inv 5, nand2 5
buf 5, nand3 4, xor2 4, o21bai 4
a211oi 4, ha 4, clkbuf 4, nand4 3
a21oi 3, nor2b 2, mux2i 2, o21ai 2
## per-stage QoR
stage,worst slack [ns],cells,cell area [sq um],hold WS [ns],utilization [%]
detailed placement,0.222,253,1520,0.492,19.6
floorplan,0.751,111,995,0.438,-
global route,0.0328,257,1570,0.533,20.3
CTS,0.0510,257,1560,0.508,20.2
finish,0.153,257,1570,0.498,20.3
global placement,0.253,253,1520,0.477,19.6
## per-layer routing
metal | track usage [%] | vias up | wire [um]
met5 | 0 | - | 0
met4 | 0.942 | 0 | 56
met3 | 1.31 | 4 | 227
met2 | 7.41 | 26 | 1270
met1 | 5.37 | 413 | 1170
li1 | - | 467 | -
## sequential cells by signal, summed over array words and instances (netlist names)
| register | cells |
|---|---|
| countX | 10 |
| countY | 9 |
Power and IR drop assume default switching activity.

==> design/flow/run.sh <==
#!/bin/bash
# OpenROAD 26Q1-2900-gdf79404cd8, Yosys 0.63+post, stock flow scripts
make -C /OpenROAD-flow-scripts/flow DESIGN_CONFIG=/design/flow/config.mk WORK_HOME=/design/flow/orfs finish
==> design/flow/config.mk <==
export PLATFORM = sky130hd
export DESIGN_NAME = cam_read
export DESIGN_NICKNAME = cam_read
export VERILOG_FILES = /design/flow/design.v
export SDC_FILE = /design/flow/constraint.sdc
export NUM_CORES = 4
export LEC_CHECK = 1
export CORE_UTILIZATION = 30
==> design/flow/constraint.sdc <==
current_design cam_read

set clk_period 5.1
set clk_io_pct 0.2

create_clock -name clk0 -period $clk_period [get_ports {pclk}]

set non_clock_inputs [all_inputs -no_clocks]
set_input_delay [expr $clk_period * $clk_io_pct] -clock clk0 $non_clock_inputs
set_output_delay [expr $clk_period * $clk_io_pct] -clock clk0 [all_outputs]
==> design/flow/design.v <==
`timescale 1ns / 1ps
module cam_read #(
		parameter AW = 17  
		)(
		input rst,					 
		input pclk,					 
		input vsync,				 
		input href,					 
		input [7:0] px_data,		 
		input [2:0] option,		 
		input boton_CAM,			 
		input boton_video,		 
		output reg [AW-1:0] mem_px_addr = 0,		 
		output reg [7:0] mem_px_data = 0,			 
		output reg px_wr = 0,							 
		output reg [15:0] leds							 
   );
	reg [2:0] fsm_state=1;								 
	reg pas_vsync = 0;									 
	reg cont = 1'b0;										 
	reg [15:0] cont_href=16'b0000000000000000;	 
	reg [15:0] pas_href=16'b0000000000000000;		 
	reg [15:0] cont_pixel=16'b0000000000000000;	 
	reg [15:0] cont_pclk=16'b0000000000000000;	 
	always@(posedge pclk) begin						 
		if (rst)
		begin
			mem_px_addr=0;									 
			leds[15:0]=16'b0000000000000000;			 
			cont_href[15:0]=16'b0000000000000000;	 
			fsm_state=1;									 
			pas_vsync=0;									 
		end else 
		case(fsm_state) 					
		1:		 
			begin
				cont_href[15:0]=16'h0000;				 
				mem_px_addr=0;								
				if(pas_vsync && !vsync) fsm_state=2; 
			end
		2:		 
			begin
				if(!pas_href && href) begin
						cont_href = cont_href +1;		 
						cont_pixel = 0;					 
						fsm_state = 3;						 
						mem_px_data[7:2] = {px_data[7:5],px_data[2:0]};		 
						px_wr = 0;							 
						cont = ~cont;						 
						cont_pclk = cont_pclk + 1;		 
				end 
				else if(vsync) 
						fsm_state=1;						 
				else if(boton_CAM)
						fsm_state = 4;						 
			end
		3:		 
		begin
			if(href) begin  
				if (cont==0)
				begin
					mem_px_data[7:2] = {px_data[7:5],px_data[2:0]}; 
					px_wr = 0;												   
					cont_pclk = cont_pclk + 1;							   
				end
				else 
				begin
					mem_px_data[1:0] = {px_data[4:3]};				   
					px_wr = 1;											      
					if(mem_px_addr < 76800)								   
						mem_px_addr = mem_px_addr + 1;				   
					cont_pixel = cont_pixel +1;						   
				end
				cont = ~cont;	 
			end else
				fsm_state=2;	 
		end
		4:		 
		begin
			px_wr = 0;
			case(option)
			1:
			leds[15:0]=cont_href;	 
			3:
			leds[15:0]=cont_pixel;	 
			7:
			leds[15:0]=cont_pclk;	 
			endcase
			if(boton_video)
				fsm_state = 1;			 
		end
		endcase
		pas_vsync = vsync;			 
	end
endmodule
==> results.py <==
# Synthesis and PnR figures
metrics = {
    "synth": {
        "topCellsByArea": "edfxtp_1 (26%), dfxtp_1 (22%), a21oi_1 (5.0%)",
        "yosys.stat.seqShare": 0.483,
        "top_cell": "nand2_1",
        "ys_area_um2": 4800,
        "synth_warnings": 1,
        "synth_stat.cells": 503,
        "common_cells": "nand2_1 (58), dfxtp_1 (53), a21oi_1 (48)",
        "edf_count": 42,
        "yosysTopAreaCell": "edfxtp_1",
        "synth.distinct_cells": 56,
        "synthCells": 503,
        "async_flop_share": 0,
        "avgSynthCellArea_um2": 9.55,
        "netlist.area_leader.share": 0.263,
        "ff_type": "dfxtp_1",
        "ys_ff": 95,
        "netlist_area_um2": 4800,
    },
    "cts": {
        "holdBufCountCts": 0,
        "cts_setup_buffers": 0,
        "cts_made_buffers": 9,
        "clock_latency_ns": 0.35,
        "ctsRootBufferMaster": "clkbuf_16",
        "cts_resized": 0,
        "cts_max_path_buffers": 2,
        "cts_tree": "done",
        "cts-htree-levels": 3,
        "clkTransAtPathRegs_ns": 0.07,
        "clock_sinks": 95,
    },
    "final_layout": {
        "final_area_um2": 5830,
        "final-comb-area_um2": 2320,
        "fin_cells": 766,
        "area_growth_pct": 21.5,
        "ff_latch_area_um2": 2320,
        "num-fill-cells": 1516,
        "drive_gt1_frac": 0.0559,
        "final_core_util": 0.378,
    },
    "placed_design": {
        "hpwl_um": 7490,
        "place_ws_ns": 1.98,
        "place.gp.congestion": 0.805,
        "placed_area_um2": 5570,
        "dp.cells": 750,
        "numPortBuffers": 58,
    },
    "setup_path": {
        "cp_num_buf_inv": 1,
        "cp_cell_sequence": "clkdlybuf4s50_1 > a21bo_2 > o211ai_2 > or4_1 > a21oi_1",
        "crit_family": "buffers and inverters",
        "worstPathArrival_ns": 3.06,
        "critPathMaxFanout": 17,
        "ff2ff_setup_slack_ns": 2.57,
        "critical_path_required_ns": 5.38,
        "r2r-start": "fsm_state[0]$_SDFFE_PP1P_",
        "reg2regPathDepth": 4,
        "start_kind": "input port",
        "crit_path_max_incr_delay_ns": 0.76,
        "cp_slowest_cell": "clkdlybuf4s50_1",
        "worstSetupEndpointType": "flop",
        "timing.rr.end": "cont_pclk[13]$_DFFE_PP_",
        "crit_type": "in -> reg",
    },
    "drt": {
        "drt-initial-drc-count": 229,
        "dr.pass1.iters": 5,
        "route.met3.wl_um": 643,
        "finalWirelength_um": 10800,
        "wire_per_inst_um": 14.1,
        "via_per_inst": 5.04,
        "drcViolationCount": 0,
        "m1WireLength_um": 5190,
        "maxUsedRoutingLayer": "met4",
        "antenna_cells": 0,
        "ant_nets": 0,
        "vias": 3860,
        "met2_length_um": 4870,
    },
    "hold_path": {
        "hold_path_class": "reg -> reg",
        "min_from": "leds[2]$_SDFFE_PP0P_",
        "min_to": "leds[2]$_SDFFE_PP0P_",
        "min_path_cells": 2,
    },
    "sta": {
        "setup-tns-final_ns": 0,
        "timing_hold_violations_final": 0,
        "setup_viol": 0,
        "grt_setup_unrepaired": "false",
        "max_freq_mhz": 360,
        "period_minus_slack_ns": 2.78,
        "tightest_slew_ns": 0.809,
        "period_used_share": 0.545,
        "finalMaxSlewViolations": 0,
        "holdWs_ns": 0.464,
        "relSlewSlack": 0.458,
        "setup_ws_ns": 2.32,
        "fin_worst_skew_ns": 0.00786,
    },
    "flow_run": {
        "warnings": 25,
        "cap_violations": 0,
    },
    "floorplan": {
        "dieHeight_um": 129,
        "initCoreUtil": 0.311,
        "dieWidth_um": 129,
        "chip_area_um2": 16500,
        "ios": 59,
        "coreArea_um2": 15400,
        "rows": 45,
    },
    "grt": {
        "grt_max_degree": 33,
        "overflow": 0,
        "grt_first_pass_wirelength_um": 18200,
        "grt_pass1_vias": 3554,
        "antenna_found_initial": 0,
        "track_usage": 0.143,
    },
    "power": {
        "p_total_mw": 1.81,
        "total_leakage_power_nw": 1.83,
        "max-vdd-ir-drop_v": 0.000144,
        "p_per_area_nw_per_um2": 310,
    },
    "run_status": {
        "outcome": "completed",
    },
}
[report_power, final]
group | total [mW] | leakage [nW] | internal, mW | switching (mW)
clock network | 0.617 | 0.132 | 0.329 | 0.289
registers | 0.911 | 0.813 | 0.845 | 0.0661
logic | 0.281 | 0.890 | 0.118 | 0.164
total | 1.81 | 1.83 | 1.29 | 0.519
[worst reg2reg max path, cell delays in order (launching register included)]
cell	delay, ns
dfxtp_1	0.78
nand3b_1	0.74
nor2_1	0.43
nor2_2	0.07
buf_4	0.23
[worst max path at each step]
| stage | start | end | slack [ns] | cells after the start |
|---|---|---|---|---|
| 4_1_cts | href | mem_px_addr[11]$_SDFFE_PP0P_ | 2.32 | 5 |
| 5_1_grt | href | mem_px_addr[14]$_SDFFE_PP0P_ | 2.17 | 5 |
| 6_report | href | mem_px_addr[9]$_SDFFE_PP0P_ | 2.32 | 5 |
[registers in the layout, indices dropped and copies added (netlist names)]
| register | cells |
|---|---|
| cont_pclk | 16 |
| leds | 16 |
| fsm_state | 3 |
| cont_href | 16 |
| pas_vsync | 1 |
| mem_px_data | 8 |
| mem_px_addr | 17 |
| cont | 1 |
| px_wr | 1 |
| cont_pixel | 16 |
[routing by layer]
layer  vias up  track usage
met4         0       0.0125
met2        98        0.218
li1       1951            -
met3         7       0.0373
met1      1804        0.220
met5         -            0
[cell families (layout without fill, tap and decap cells)]
logic type,after synthesis,count (layout),share of synthesized area
and+or+nand+nor,204,204,0.228
AOI/OAI and AO/OA,117,117,0.157
DFF,95,95,0.483
buffers and inverters,37,89,0.0333
xor gates and xnor gates,31,31,0.0565
muxes,15,15,0.0313
adders and majority gates,4,4,0.0104
[cell type report]
cell class,count,share of cell area
clock buffer,10,0.0392
tap,211,0.0452
clock inverter,6,0.00622
inverter,9,0.00579
multi-input combinational,371,0.398
sequential,95,0.398
timing repair buffer,64,0.107
[cells in the final DEF, fill, tap and decap left out, types with 4 or more instances in the layout]
master	count
o31ai_1	6
nor3_1	8
mux2i_1	15
buf_4	6
or3_1	18
dfxtp_1	53
nor2_1	30
ha_1	4
clkdlybuf4s50_1	58
inv_1	9
nand2b_1	5
xor2_1	7
nand3_1	21
nand4_1	12
nand2_1	58
and2_1	5
xnor2_1	24
a21oi_1	48
and3_1	7
o211ai_1	21
edfxtp_1	42
o21ai_0	23
nor4_1	5
clkbuf_16	9
nor2b_1	8
or4_1	8
Power figures rest on the tool's default switching activity, not on a simulated workload.
